**run.sh**
```bash
#!/bin/bash
# OpenROAD 26Q1-2900-gdf79404cd8, Yosys 0.63+post, stock flow scripts
make -C /OpenROAD-flow-scripts/flow DESIGN_CONFIG=/design/flow/config.mk WORK_HOME=/design/flow/orfs finish
```
**config.mk**
```make
export PLATFORM = sky130hd
export DESIGN_NAME = uc_8bits
export DESIGN_NICKNAME = uc_8bits
export VERILOG_FILES = /design/flow/design.v
export SDC_FILE = /design/flow/constraint.sdc
export NUM_CORES = 4
export LEC_CHECK = 1
export CORE_UTILIZATION = 50
```
**constraint.sdc**
```tcl
current_design uc_8bits

set clk_period 5.4
set clk_io_pct 0.2

create_clock -name clk0 -period $clk_period [get_ports {clk}]

set non_clock_inputs [all_inputs -no_clocks]
set_input_delay [expr $clk_period * $clk_io_pct] -clock clk0 $non_clock_inputs
set_output_delay [expr $clk_period * $clk_io_pct] -clock clk0 [all_outputs]
```
**design.v**
```verilog
module adder #(parameter WIDTH = 8) (
  input wire [WIDTH-1:0] a, b,
  output wire [WIDTH-1:0] sum,
  output wire co
);
  wire [WIDTH:0] result;
  assign result = a + b;
  assign co = result[WIDTH];
  assign sum = result[WIDTH-1:0];
endmodule
module subtractor #(parameter WIDTH = 8) (
  input wire [WIDTH-1:0] a, b,
  output wire [WIDTH-1:0] diff
);
  assign diff = a - b;
endmodule
module bitwise_and #(parameter WIDTH = 8) (
  input wire [WIDTH-1:0] a, b,
  output wire [WIDTH-1:0] b_and
);
  assign b_and = a & b;
endmodule
module bitwise_or #(parameter WIDTH = 8) (
  input wire [WIDTH-1:0] a, b,
  output wire [WIDTH-1:0] b_or
);
  assign b_or = a | b;
endmodule
module bitwise_not #(parameter WIDTH = 8) (
  input wire [WIDTH-1:0] a,
  output wire [WIDTH-1:0] a_not
);
  assign a_not = ~a;
endmodule
module comparator #(parameter WIDTH = 8) (
  input wire [WIDTH-1:0] a, b,
  output wire equal
);
  assign equal = (a == b);
endmodule
module left_shift #(parameter WIDTH = 8) (
  input wire [WIDTH-1:0] a,
  input wire [WIDTH-1:0] shift,
  output wire [WIDTH-1:0] left_shift
);
  assign left_shift = (a << shift);
endmodule
module right_shift #(parameter WIDTH = 8)(
  input wire [WIDTH-1:0] a,
  input wire [WIDTH-1:0] shift,
  output wire [WIDTH-1:0] right_shift
);
  assign right_shift = (a >> shift);
endmodule
module alu #(parameter WIDTH = 8, parameter OPCODE_WIDTH = 3) (
    input wire [WIDTH-1:0] a, b,
    input wire [OPCODE_WIDTH-1:0] opcode,
	output wire [WIDTH-1:0] result,
  	output wire equal_out, carry_out
);
    wire [WIDTH-1:0] result_add;
    wire [WIDTH-1:0] result_sub;
    wire [WIDTH-1:0] result_and;
    wire [WIDTH-1:0] result_or;
    wire [WIDTH-1:0] result_not;
    wire [WIDTH-1:0] result_l_shift;
    wire [WIDTH-1:0] result_r_shift;
  	 wire equal, carry;
  	adder #(WIDTH) u_adder (
      a, b, result_add, carry
    );
    subtractor #(WIDTH) u_subtractor (
      a, b, result_sub
    );
 	 bitwise_and #(WIDTH) u_bitwise_and (
      a, b, result_and
     );
  	bitwise_or #(WIDTH) u_bitwise_or (
      a, b, result_or
    );
    bitwise_not #(WIDTH) u_bitwise_not (
      a, result_not
    );
  comparator #(WIDTH) u_comparator (
      .a(a),
      .b(b),
      .equal(equal)
  	);
    left_shift #(WIDTH) u_left_shift (
      .a(a),
      .shift(b),
      .left_shift(result_l_shift)
    );
    right_shift #(WIDTH) u_right_shift (
      .a(a),
      .shift(b),
      .right_shift(result_r_shift)
    );
  assign  equal_out = (opcode == 3'b101) & equal ? 1'b1 : 1'b0;
  assign  carry_out = (opcode == 3'b000) & carry ? 1'b1 : 1'b0;
  assign result = (opcode == 3'b000) ? result_add :
                  (opcode == 3'b001) ? result_sub :
                  (opcode == 3'b010) ? result_and :
                  (opcode == 3'b011) ? result_or  :
                  (opcode == 3'b100) ? result_not :
                  (opcode == 3'b110) ? result_l_shift :
                  (opcode == 3'b111) ? result_r_shift :
                  {WIDTH{1'b0}};
endmodule
module flipflop (
    input wire clk,
    input wire arst_n,
    input wire in,
    output reg out
);
    always @(posedge clk or negedge arst_n) begin
        if (!arst_n) out <= 1'b0;
        else         out <= in;
    end
endmodule
module shift #(parameter DELAY = 4)(
    input clk,
    input arst_n,
    input in,
    output out
); 
    wire [DELAY:0] wires;
    genvar i;
    generate
        for (i = 0; i < DELAY; i = i + 1) begin : FF
            flipflop ff (.clk(clk),
                         .arst_n(arst_n),
                         .in(wires[i]),
                         .out(wires[i+1]));
        end
    endgenerate
    assign wires[0]  = in;
    assign out = wires[DELAY];
endmodule
module bus_shift #(parameter DELAY=4, WIDTH=10)(
    input clk,
    input arst_n,
    input [WIDTH-1:0] in,
    output [WIDTH-1:0] out
);
    genvar i;
    generate
        for (i = 0; i < WIDTH; i = i + 1) begin : SHIFT
            shift #(DELAY) shift_inst ( .clk(clk),
                                        .arst_n(arst_n),
                                        .in(in[i]),
                                        .out(out[i]));
        end
    endgenerate
endmodule
module control_unit (
    input wire clk,
	input wire clk_valid,
    input wire arst_n,
    input wire [15:0] instruction,
    input wire [7:0] sram_read_data,
    input wire [7:0] alu_result,
    input wire equal, carry_out,
    input wire [7:0] in_gpio,
    input wire bootstrapping,
    output reg [2:0] alu_opcode,
    output reg [7:0] alu_a,
    output reg [7:0] alu_b,
    output reg sram_write_en,
    output reg [5:0] sram_addr,
    output reg [7:0] sram_write_data,
    output reg pc_load,
    output reg [11:0] pc_next,
    output reg [7:0] out_gpio,
    output wire pc_inc,
    output reg state,
	output reg out_port
);
    parameter FETCH   = 1'b0;
    parameter EXECUTE = 1'b1;
    assign pc_inc = (state == FETCH);
    reg [3:0] opcode, reg_dst, reg_a, reg_b;
    reg [7:0] registers [0:15];
	reg [7:0] in_gpio_reg;
    integer i;
    always @(posedge clk or negedge arst_n) begin
        if (!arst_n) begin
            state <= FETCH;
            out_gpio <= 8'b0;
            pc_load <= 1'b0;
            sram_write_en <= 1'b0;
            sram_write_data <= 8'b0;
            for (i = 0; i < 16; i = i + 1)
                registers[i] <= 8'h00;
        end else begin
				if(clk_valid) begin
					case (state)
						FETCH: begin
							opcode          <= instruction[15:12];
							reg_dst         <= instruction[11:8];
							reg_a           <= instruction[7:4];
							reg_b           <= instruction[3:0];
							alu_a           <= registers[instruction[7:4]];
							alu_b           <= registers[instruction[3:0]];
							alu_opcode      <= instruction[14:12];
							sram_addr       <= instruction[5:0];
							sram_write_data <= registers[instruction[11:8]];
							in_gpio_reg     <= in_gpio;
							state           <= EXECUTE;
						end
						EXECUTE: begin
							pc_load         <= 1'b0;
							sram_write_en   <= 1'b0;
							case (opcode)
								4'b0000: ;  
								4'b0001: begin  
									registers[reg_dst] <= sram_read_data;
								end
								4'b0010: begin  
									sram_write_en   <= 1'b1;
									sram_write_data <= registers[reg_dst];
								end
								4'b0011: begin  
									pc_next <= {reg_dst, reg_a, reg_b};
									pc_load <= 1'b1;
								end
								4'b0100: begin  
									if (equal) begin
										pc_next <= {reg_dst, reg_a, reg_b};
										pc_load <= 1'b1;
									end
								end
								4'b0101: begin  
									if (carry_out) begin
										pc_next <= {reg_dst, reg_a, reg_b};
										pc_load <= 1'b1;
									end
								end
								4'b0110: begin  
									registers[reg_dst] <= bootstrapping ? {reg_a, reg_b} : in_gpio_reg;
								end
								4'b0111: begin  
									out_gpio <= registers[reg_dst];
									out_port <= reg_b[0];
								end
								default: begin  
									registers[reg_dst] <= alu_result;
								end
							endcase
							state <= FETCH;
						 end
					endcase
				end
        end
    end
endmodule
module gpio_demux (
    input  wire [7:0] gpio_out,   
    input  wire       sel,        
    output reg  [7:0] port_a,    
    output reg  [7:0] port_b      
);
    always @(sel, gpio_out) begin
        case (sel)
            1'b0: begin
                port_a = gpio_out;
                port_b = 8'b0;
            end
            1'b1: begin
                port_a = 8'b0;
                port_b = gpio_out;
            end
        endcase
    end
endmodule
module program_counter #(parameter ADDR_WIDTH = 12)(
    input  wire clk,
	 input  wire clk_valid,
    input  wire arst_n,
    input  wire pc_inc,
    input  wire [ADDR_WIDTH-1:0] pc_next,  
    input  wire pc_load,
	 output wire bootstrapping,
    output reg [ADDR_WIDTH-1:0] pc_out
);
	 assign bootstrapping = (pc_out < 12'h200);  
    always @(posedge clk or negedge arst_n) begin
        if (!arst_n) begin
            pc_out <= 12'h000;
        end else begin
			if(clk_valid) begin
			   if (pc_load)     pc_out <= pc_next;
			   else if (pc_inc) pc_out <= pc_out + {{(ADDR_WIDTH-1){1'b0}}, 1'b1};
			end
		end
    end
endmodule
module sram_64x8 (
    input  wire        clk,
	input  wire        clk_valid,
    input  wire        arst_n,
    input  wire        sram_write_en,     
    input  wire [5:0]  sram_addr,
    input  wire [7:0]  sram_data_out,
    output wire  [7:0]  sram_data_in 
);
    reg [7:0] memory [0:63];
	assign sram_data_in = memory[sram_addr];
	integer i;
    always @(posedge clk or negedge arst_n) begin
        if (!arst_n) begin
            for (i = 0; i < 64; i = i + 1)
                memory[i] <= 8'b0;
        end else begin
            if(clk_valid && sram_write_en) memory[sram_addr] <= sram_data_out;
        end
    end
endmodule
module uc_8bits (
    input wire        clk,
	input wire        clk_valid,
    input wire        arst_n,
    input wire [7:0]  in,
    input wire [15:0] flash_data,
    output wire [7:0]  out0, out1,
    output wire [11:0] pc_out,
    output wire        bootstrapping,
    output wire        cu_state,
    output wire        equal_flag, carry_flag,
	output wire        out_select
);
    wire        sram_write_en;
    wire [5:0]  sram_addr;
    wire [7:0]  sram_data_out;
	wire [7:0]  sram_data_in;
    wire [7:0]  alu_a, alu_b;
    wire [2:0]  alu_opcode;
    wire        equal, carry_out;
    wire [11:0] pc_next;
	wire [7:0]  out_gpio;
	wire [7:0]  alu_result;
	wire        pc_load;
	wire        pc_inc;
	 gpio_demux DEMUX (
        .gpio_out(out_gpio),   
        .sel(out_select),        
        .port_a(out0),    
        .port_b(out1)    
	 );
    program_counter #(.ADDR_WIDTH(12)) PC (
        .clk(clk),
		.clk_valid(clk_valid),
        .arst_n(arst_n),
        .pc_inc(pc_inc),
        .pc_next(pc_next),
        .pc_load(pc_load),
        .pc_out(pc_out),
        .bootstrapping(bootstrapping)
    );
    alu ALU (
        .a(alu_a),
        .b(alu_b),
        .opcode(alu_opcode),
        .result(alu_result),
        .equal_out(equal),
        .carry_out(carry_out)
    );
    bus_shift #(.DELAY(2), .WIDTH(2)) FLAGS (
        .clk(clk&&clk_valid),
        .arst_n(arst_n),
        .in({equal, carry_out}),
        .out({equal_flag, carry_flag})
    );
    control_unit CU (
        .clk(clk),
		.clk_valid(clk_valid),
        .arst_n(arst_n),
        .instruction(flash_data),
        .sram_read_data(sram_data_in),
        .alu_result(alu_result),
        .equal(equal_flag),
        .carry_out(carry_flag),
        .in_gpio(in),
        .bootstrapping(bootstrapping),
        .alu_opcode(alu_opcode),
        .alu_a(alu_a),
        .alu_b(alu_b),
        .sram_write_en(sram_write_en),
        .sram_addr(sram_addr),   
        .sram_write_data(sram_data_out),    
        .pc_load(pc_load),
        .pc_next(pc_next),
        .pc_inc(pc_inc),                 
        .out_gpio(out_gpio),
		.out_port(out_select),
        .state(cu_state)
    );
	sram_64x8 SRAM (
		.clk(clk),
		.clk_valid(clk_valid),
		.arst_n(arst_n),
		.sram_write_en(sram_write_en),
		.sram_addr(sram_addr),
		.sram_data_out(sram_data_out),
		.sram_data_in(sram_data_in)
	);
endmodule
```
==> flow_metrics.tcl <==
# collected from the flow reports
set metrics [dict create \
    outcome "completed" \
    leakagePower_nw 19.7 \
    place_inst 4645 \
    die_h_um 281 \
    synthCells 3668 \
    worst_setup_path_start_kind "primary input" \
    grt_pass1_wl_um 244000 \
    worstSetupPathType "in2reg" \
    fin_crit_sh 0.921 \
    first_pass_iters 8 \
    dpl.hpwl_um 112000 \
    synth_warnings 7 \
    yosysSeqAreaShare 0.475 \
    p_sw_w 0.00625 \
    drc 0 \
    synth_flops 728 \
    post_cts_resized 0 \
    pwr-share-comb 0.230 \
    grt_pass1_vias 33500 \
    fin_skew_ns 0.0430 \
    reg.largest.list "SRAM.memory: 512 flops, CU.registers: 128 flops" \
    critPathBufInv 4 \
    clk_pin_slew_ns 0.06 \
    die_w_um 281 \
    coreArea_um2 76500 \
    clock_latency_ns 0.78 \
    ant_nets 0 \
    swShare 0.356 \
    wl_per_cell_um 35.2 \
    rows 101 \
    finalHoldViolCount 0 \
    finalCoreUtilization 0.578 \
    p_int_w 0.0113 \
    setup_viol 0 \
    r2r_cells 8 \
    powerDensity_nw_per_um2 397 \
    ys_types 93 \
    lay_top_cells "dfrtp_1, mux2_2, nand3_1, nor2_1, buf_4" \
    ff_type "dfrtp_1" \
    track_usage 0.458 \
    ys_cells 3668 \
    viasPerCell 7.00 \
    required_ns 6.03 \
    io_buffers 59 \
    rrSetupSlack_ns 1.04 \
    synthToLayoutAreaGrowth_pct 13.6 \
    avgSynthCellArea_um2 10.6 \
    finalWirelength_um 169000 \
    rsz0062_at_grt "no" \
    netlist_area_um2 38900 \
    end_kind "flip-flop" \
    max_cap_violations 0 \
    nFillCells 6163 \
    overflow 0 \
    worstMarginPinSlew_ns 1.46 \
    cts_tree "built" \
    cp_cell_sequence "dlygate4sd3_1 -> clkdlybuf4s50_1 -> dlygate4sd3_1 -> buf_4 -> nand2_1 -> nor2_1 -> nand2_1 -> mux2_2" \
    max_freq_mhz 201 \
    chip_area_um2 78900 \
    drive_gt1_frac 0.264 \
    gp_congestion 1.07 \
    crit_cells 8 \
    largest_reg_flops 512 \
    num_io_pins 60 \
    arrival_ns 5.60 \
    ir_worst_vdd_v 0.000310 \
    regToRegStartpoint "CU.reg_b[0]$_DFFE_PP_" \
    drtIter0Drc 3286 \
    relSlewSlack 0.0233 \
    regMostFlops "SRAM.memory" \
    warning_count 49 \
    hp-class "in2async" \
    path_delay_family "simple AND/OR/NAND/NOR gates" \
    cts_setup_buffers 0 \
    crit_slowest_cell "nor2_1" \
    yosys_area_um2 38900 \
    lay_top_count "dfrtp_1" \
    fp_util 0.509 \
    vias 33700 \
    async_reset_ff_frac 0.927 \
    tns_ns 0 \
    cp_max_fo 19 \
    grt_max_degree 128 \
    r2r-end "CU.registers[0][5]$_DFFE_PN0P_" \
    seqPwrFrac 0.430 \
    post-route-min-period_ns 4.97 \
    edf_count 53 \
    cpPeakStageDelay_ns 1.11 \
    holdWs_ns 0.282 \
    grt_antenna_before_repair 2 \
    instances_no_fill 4806 \
    startpoint "clk_valid" \
    crit_end "SRAM.memory[24][4]$_DFFE_PN0P_" \
    power.share.clock 0.340 \
    drv_slew 0 \
]
==> cell families (layout without fill, tap and decap cells) <==
group                      Yosys count  after routing  share of synthesized area
adders and majority gates           26             26                    0.00875
AOI/OAI and AO/OA                  724            724                      0.130
buffers and inverters              375            481                     0.0399
DFF                                728            728                      0.475
other                                0              2                          0
xor gates and xnor gates             8              8                    0.00180
and+or+nand+nor                   1160           1160                      0.152
muxes                              647            647                      0.193
==> how the worst min path moves through the flow <==
stage	cells after the start	from	slack, ns	endpoint
4_1_cts	1	arst_n	0.29	SRAM.memory[19][0]$_DFFE_PN0P_
5_1_grt	1	arst_n	0.30	SRAM.memory[6][0]$_DFFE_PN0P_
6_report	1	arst_n	0.28	SRAM.memory[19][1]$_DFFE_PN0P_
==> power groups by stage <==
stage	registers [W]	clock network (W)	logic, W
CTS	0.00749	0.00601	0.00396
global route	0.00762	0.00623	0.00432
finish	0.00756	0.00597	0.00403
==> cell usage after synthesis, types with 7 or more instances <==
cell type / instances / share of area
dfrtp_1: 675 / 0.43
mux2_2: 558 / 0.16
nand3_1: 333 / 0.043
nor2_1: 281 / 0.027
clkbuf_1: 210 / 0.020
a21oi_1: 170 / 0.022
nand2_1: 155 / 0.015
nand4_1: 109 / 0.018
o21ai_0: 95 / 0.012
a31oi_1: 88 / 0.014
mux2i_1: 62 / 0.016
buf_2: 60 / 0.0077
a22oi_1: 55 / 0.011
edfxtp_1: 53 / 0.041
inv_1: 50 / 0.0048
and2_1: 47 / 0.0076
nor2b_1: 47 / 0.0076
a32oi_1: 45 / 0.010
nor3_1: 40 / 0.0051
buf_1: 39 / 0.0038
a221oi_1: 32 / 0.0072
o22ai_1: 30 / 0.0048
mux4_2: 27 / 0.016
a22o_1: 26 / 0.0059
nor4_1: 25 / 0.0040
ha_1: 24 / 0.0077
o22a_1: 24 / 0.0054
a32o_1: 23 / 0.0059
and3_1: 22 / 0.0035
nor3b_1: 14 / 0.0027
nand2b_1: 12 / 0.0019
o211ai_1: 12 / 0.0023
a221o_1: 11 / 0.0028
nand3b_1: 11 / 0.0021
a211oi_1: 10 / 0.0019
buf_4: 8 / 0.0015
o21a_1: 8 / 0.0015
or3_1: 8 / 0.0013
or4_1: 7 / 0.0014
==> worst reg2reg max path, cell delays in order (launching register included) <==
cell	delay, ns
edfxtp_1	0.66
nor2b_4	0.34
buf_12	0.22
and2_1	0.49
a32oi_1	0.57
nand4_1	0.30
or4_1	0.78
o221ai_4	0.62
a41oi_1	0.22
==> layout make-up <==
class                   count  area, um2  area share
diodes                      2       5.00    0.000113
clock buffers             127       2490      0.0563
clock inverters            29        429     0.00971
inverters                  51        191     0.00433
multi-input cells        2565      19000       0.431
flip-flops and latches    728      18500       0.418
well taps                1030       1290      0.0291
repair buffers            274       2280      0.0515
==> per-stage QoR <==
| stage | cell area, um2 | total power [W] | setup slack [ns] |
|---|---|---|---|
| after detailed placement | 41300 | 0.0115 | 0.999 |
| after global routing | 44200 | 0.0182 | 0.498 |
| after global placement | 41300 | 0.0115 | 1.04 |
| after floorplan | 38900 | 0.00947 | 2.05 |
| final | 44200 | 0.0176 | 0.425 |
| after CTS | 44200 | 0.0175 | 0.688 |
==> per-layer routing <==
metal / share of wire / vias to the layer above / routed length [um] / track usage
met5: 0.00057 / - / 96 / 0.00876
met4: 0.097 / 4 / 16400 / 0.335
met2: 0.43 / 2252 / 72500 / 0.640
met1: 0.36 / 16900 / 60400 / 0.595
met3: 0.12 / 695 / 19500 / 0.172
li1: - / 13800 / - / -
==> what timing repair did <==
action / CTS / global route
hold endpoints to repair: 1 / 0
hold buffers: 3 / 0
endpoints found under the setup margin: 0 / 0
Power and IR drop assume default switching activity.
